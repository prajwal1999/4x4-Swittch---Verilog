`./design.v`:
```
module priority_select (
    input [7:0] down_counter,
    input [1:4] read_from_queue,
    input packet_is_valid,
    output reg [1:4] next_read_from_queue
);
    always @(*) begin
        if(down_counter != 8'd0 )
            next_read_from_queue <= read_from_queue;
        else if(packet_is_valid == 1'b1) begin
            if(read_from_queue[1] == 1'b1)
                next_read_from_queue <= 4'b0100;
            else if(read_from_queue[2] == 1'b1)
                next_read_from_queue <= 4'b0010;
            else if(read_from_queue[3] == 1'b1)
                next_read_from_queue <= 4'b0001;
            else if(read_from_queue[4] == 1'b1)
                next_read_from_queue <= 4'b1000;
            else
                next_read_from_queue <= 4'b1000; 
        end else 
            next_read_from_queue <= read_from_queue;
    end
endmodule
```
`./run.sh`:
```
#!/bin/bash
# OpenROAD 26Q1-2900-gdf79404cd8, Yosys 0.63+post, stock flow scripts
make -C /OpenROAD-flow-scripts/flow DESIGN_CONFIG=/design/flow/config.mk WORK_HOME=/design/flow/orfs finish
```
`./config.mk`:
```
export PLATFORM = sky130hd
export DESIGN_NAME = priority_select
export DESIGN_NICKNAME = priority_select
export VERILOG_FILES = /design/flow/design.v
export SDC_FILE = /design/flow/constraint.sdc
export NUM_CORES = 4
export LEC_CHECK = 1
export CORE_AREA = 10 10 70 70
export DIE_AREA = 0 0 80 80
```
`./constraint.sdc`:
```
current_design priority_select

set clk_period 1.7
set clk_io_pct 0.2

create_clock -name clk0 -period $clk_period

set non_clock_inputs [all_inputs -no_clocks]
set_input_delay [expr $clk_period * $clk_io_pct] -clock clk0 $non_clock_inputs
set_output_delay [expr $clk_period * $clk_io_pct] -clock clk0 [all_outputs]
```
==> impl_metrics.csv <==
group,metric,value,unit
run_status,status,"finished, violations left",
run_status,failed_checks,"setup timing",
drt,vias_per_cell,2.09,
synth,ys_types,7,
grt,grtUsageTotal,2.56,%
power_and_ir_drop,ir_worst_vdd,28.1,uV
final_timing,finalMaxSlewViolations,0,
setup_path,critPathRequiredTime,1.36,ns
setup_path,crit_slowest_cell,"mux2_4",
placement,numPortBuffers,17,
setup_path,cp.arrival,1.42,ns
drt,detail-route-antenna-nets,0,
grt,overflow,0,
setup_path,worstSetupPathType,"in2out",
finish,ff_count,0,
grt,antenna_found_initial,0,
job,warning_count,34,
synth,ys_cells,11,
grt,grt_max_degree,6,
setup_path,cpPeakStageDelay,0.30,ns
drt,diodes,0,
final_timing,fmax,568,MHz
finish,design_area,373,um^2
synth,yosys_warnings,1,
synth,synth_seq_share,0,%
synth,avgSynthCellArea,9.67,um^2
power_and_ir_drop,leakagePower,0.156,nW
setup_path,crit_path_cell_trace,"buf_6 > nor4b_4 > nand3_2 > buf_6 > mux2_4 > buf_6",
finish,clkbuf_count,0,
placement,postPlaceCellArea,334,um^2
drt,drt_iter0_markers,7,
placement,routabilityCongestion,0.784,
drt,drc,0,
drt,wl_per_cell,10.2,um
power_and_ir_drop,total_power,0.0566,mW
die,die_y,80,um
grt,grt_pass1_vias,205,
final_timing,fin_crit_sh,104,%
drt,routed_wl,787,um
final_timing,rsz0062_at_grt,"yes",
final_timing,tightest_slew,0.207,ns
die,fp_util,3.11,%
worst_hold_path,hold_path_class,"in2out",
synth,ys_chip_area,106,um^2
die,die_area,0.00640,mm^2
grt,grt_pass1_wl,1.24,mm
setup_path,cp-start-kind,"primary input",
synth,syn-instance-count,11,
final_timing,setup_viol_count_final,4,
setup_path,critPathMostFrequentCell,"buf_6",
drt,vias,161,
job,drv_cap,0,
die,chipWidth,80,um
die,io_pins,17,
final_timing,hold_viol,0,
finish,seqCellArea,0,um^2
final_timing,fin_crit,1.76,ns
finish,drive_above_1_share,64.5,%
die,rows,21,
power_and_ir_drop,powerDensity,152,mW/mm^2
die,core,0.00342,mm^2
synth,mappedNetlistArea,106,um^2
finish,fillers,407,
final_timing,setup_ws,-0.0621,ns
finish,synthToLayoutAreaGrowth,251,%
final_timing,maxSlewHeadroom,86.2,%
drt,drt-pass1-iter-count,3,
setup_path,crit_path_max_fanout,3,
setup_path,end_kind,"primary output",
==> cell usage in the layout, fill, tap and decap left out <==
cell	instances
buf_6	9
mux2_4	4
buf_2	4
clkdlybuf4s50_1	4
dlygate4sd2_1	2
nor2_1	1
nor4b_4	1
nor3_2	1
nand3_2	1
nor2b_1	1
nor3b_1	1
nor3_1	1
clkdlybuf4s15_1	1
==> metrics by stage <==
| step | setup TNS (ns) | worst slack (ns) | util, % | instances | hold WS (ns) |
|---|---|---|---|---|---|
| 4_1_cts | -0.198 | -0.0538 | 10.9 | 77 | 1.22 |
| 3_5_place_dp | -2.46 | -0.624 | 9.78 | 74 | 1.76 |
| 3_3_place_gp | -2.45 | -0.615 | 9.78 | 74 | 1.77 |
| 5_1_grt | -0.439 | -0.112 | 10.9 | 77 | 1.27 |
| 6_report | -0.216 | -0.0621 | 10.9 | 77 | 1.23 |
| 2_1_floorplan | 0 | 0.362 | - | 11 | 0.778 |
==> report_power, final <==
| group | switching, mW | internal [mW] |
|---|---|---|
| logic | 0.0173 | 0.0393 |
| registers | 0 | 0 |
| clock network | 0 | 0 |
==> cells in the mapped netlist (all sizes together) <==
cell type  count  area share, %
nand3          1            9.4
nor3b          1            7.1
nor4b          1             22
nor2           1            3.5
mux2           4             42
nor3           2            9.4
nor2b          1            5.9
==> metal layers <==
| layer | global-route usage, % | vias up | wire length [um] | part of all wire, % |
|---|---|---|---|---|
| met4 | 0 | 0 | 0 | 0 |
| met3 | 1.93 | 0 | 152 | 19 |
| met5 | 0 | - | 0 | 0 |
| li1 | - | 83 | - | - |
| met1 | 3.89 | 67 | 381 | 48 |
| met2 | 2.81 | 11 | 253 | 32 |
==> final timing paths <==
kind            start                      end  slack [ns]  depth (start not counted)
max   down_counter[7]  next_read_from_queue[3]       -0.06                          6
min   down_counter[7]  next_read_from_queue[2]        1.23                          6
==> cell families (layout without fill, tap and decap cells) <==
kind of cell / after synthesis / count (layout) / share of synthesized area (%)
buf+inv: 0 / 20 / 0
simple gates: 7 / 7 / 57.6
mux: 4 / 4 / 42.3
==> final cells by class <==
type	count	area, um^2	share of cell area (%)
well taps	46	57.6	15.4
multi-input cells	11	126	33.9
repair buffers	20	189	50.7
==> worst max-delay path, delay by kind of cell <==
kind / cells / cell delay [ns]
buffers and inverters: 3 / 0.35
and+or+nand+nor: 2 / 0.43
muxes: 1 / 0.30
==> what timing repair did <==
item,CTS,global route
resized,54,0
hold buffers,0,0
setup endpoints to repair,4,4
buffers inserted,3,0
pin swaps,4,2
